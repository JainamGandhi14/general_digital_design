[flow/run.sh]
#!/bin/bash
# OpenROAD 26Q1-2900-gdf79404cd8, Yosys 0.63+post, stock flow scripts
make -C /OpenROAD-flow-scripts/flow DESIGN_CONFIG=/design/flow/config.mk WORK_HOME=/design/flow/orfs finish
[flow/config.mk]
export PLATFORM = sky130hd
export DESIGN_NAME = bin_to_bcd
export DESIGN_NICKNAME = bin_to_bcd
export VERILOG_FILES = /design/flow/design.v
export SDC_FILE = /design/flow/constraint.sdc
export NUM_CORES = 4
export LEC_CHECK = 1
export CORE_AREA = 10 10 70 70
export DIE_AREA = 0 0 80 80
[flow/constraint.sdc]
current_design bin_to_bcd

set clk_period 7.6
set clk_io_pct 0.2

create_clock -name clk0 -period $clk_period

set non_clock_inputs [all_inputs -no_clocks]
set_input_delay [expr $clk_period * $clk_io_pct] -clock clk0 $non_clock_inputs
set_output_delay [expr $clk_period * $clk_io_pct] -clock clk0 [all_outputs]
[flow/design.v]
`timescale 1ns / 1ps
module bin_to_bcd (
    input  [7:0] binary,    
    output [3:0] hundreds,  
    output [3:0] tens,      
    output [3:0] ones       
);
reg [19:0]acc;
integer i;
assign hundreds = acc[19:16];
assign tens = acc[15:12];
assign ones = acc[11:8];
always@(*)
begin
    acc = {12'b0,binary}; 
    for(i=0;i<8;i=i+1)  begin
        if(acc[19:16] > 4 || acc[15:12] >4 || acc [11:8] > 4)   begin
            acc[15:8] = acc[11:8] > 4? acc[15:8] + 2'd3: acc[15:8];
            acc[19:12] = acc[15:12] > 4? acc[19:12] + 2'd3: acc[19:12];
            acc[19:16] = acc[19:16] > 4? acc[19:16] + 2'd3: acc[19:16];
            acc = {acc[18:0], 1'b0};
        end
        else    begin
            acc = {acc[18:0], 1'b0};
        end
    end
end
endmodule
==> run summary <==
run results: Post-Synthesis Cell Area=0.00207 mm², IO Pins=20, routability cong.=1.06, die width=80 µm, Synth cell types=73, top cells by area, synth=ha_1 (9.7%), nor2_1 (4.9%), nand2_1 (4.7%), error msg=[ERROR DPL-0036] Detailed placement failed., Syn Area/Cell=7.18 µm², # port buffers=18, Cells after Synth=288, cell type with the largest total area=ha_1, Post-synth top cells=nor2_1 (27), nand2_1 (26), a21oi_1 (17), Die Y-Extent=80 µm, yosys synthesis chip area=0.00207 mm², Stop stage=detailed placement, yosys warns=1, run status=did not finish, Seq/Total Area, Yosys=0%, Synth top cell by count=nor2_1, FP Core Util=60.5%, Synth top area share=9.69%, standard-cell rows=21, ys cells=288
cells by family after synthesis:
group / after synthesis / share of synthesized area [%]
buf+inv: 24 / 5.57
mux: 13 / 7.20
other cells: 2 / 0.363
fa+ha+maj: 16 / 9.69
simple gates: 116 / 29.2
xor+xnor: 15 / 7.08
compound gates: 102 / 40.9
per-stage QoR:
step | worst slack (ps) | cell area [µm²] | cells
after floorplan | -679 | 2280 | 290
after global placement | -1290 | 3300 | 461
